$ cat flow/run.sh
#!/bin/bash
# OpenROAD 26Q1-2900-gdf79404cd8, Yosys 0.63+post, stock flow scripts
make -C /OpenROAD-flow-scripts/flow DESIGN_CONFIG=/design/flow/config.mk WORK_HOME=/design/flow/orfs finish
$ cat flow/config.mk
export PLATFORM = sky130hd
export DESIGN_NAME = mem_driver
export DESIGN_NICKNAME = mem_driver
export VERILOG_FILES = /design/flow/design.v
export SDC_FILE = /design/flow/constraint.sdc
export NUM_CORES = 4
export LEC_CHECK = 1
export CORE_AREA = 10 10 99 99
export DIE_AREA = 0 0 109 109
$ cat flow/constraint.sdc
current_design mem_driver

set clk_period 2.6
set clk_io_pct 0.2

create_clock -name clk0 -period $clk_period [get_ports {mem_clk}]

set non_clock_inputs [all_inputs -no_clocks]
set_input_delay [expr $clk_period * $clk_io_pct] -clock clk0 $non_clock_inputs
set_output_delay [expr $clk_period * $clk_io_pct] -clock clk0 [all_outputs]
$ cat flow/design.v
module memory (
  input sys_rst_n,
  output reg mem_clk,
  inout wire [3:0] mem_sio,
  output wire mem_ce_n
);
  wire reset_n;
  wire clk;
  reg [1:0] mem_cmd;
  gw_osc your_instance_name(
    .oscout(clk)  
  );
  reg [3:0] clk_c;
  always @(posedge clk) 
  begin
    clk_c <= clk_c +1;
    if ( clk_c == 3 ) begin
      clk_c <= 0;
      mem_clk <= !mem_clk;
    end    
  end
  reset_repeater reset(
    mem_clk,
    reset_n
  );
  wire ready;
  reg [1:0] command;
  mem_driver mem_driver(
    mem_sio,
    mem_ce_n,
    mem_clk,
    reset_n,
    command,
    ready
  );
  reg which;
  always_ff @(posedge mem_clk) begin
    if (!reset_n ) begin
      which <= 0;
      command <= 0;
    end 
    else begin
      if ( ready ) begin
        if ( !which ) begin
          command <= mem_driver.CMD_WRITE;
          which <= 1;
        end
        else begin           
          command <= mem_driver.CMD_READ;
        end
      end
      else begin
        command <= 0;
      end
    end
  end
endmodule
module mem_driver(
  inout wire [3:0] mem_sio,
  output reg mem_ce_n,
  input mem_clk,
  input reset_n,
  input [1:0] command,
  output reg ready
);
  localparam [1:0] CMD_READ = 1;
  localparam [1:0] CMD_WRITE = 2;
  localparam [7:0] PS_CMD_READ = 8'hEB;
  localparam [7:0] PS_CMD_WRITE = 8'h38;
  reg [3:0] sio;
  reg [7:0] rout;
  reg scmd;
  reg [4:0] scounter;
  reg [1:0] executing_command;
  assign mem_sio = sio;
  initial begin
    mem_ce_n <= 1;
    sio <= 4'd0;
    ready <= 1;
  end
  always @(negedge mem_clk) begin
    if ( !reset_n ) begin
      mem_ce_n <= 1;
      sio <= 0;
      ready <= 1;
      rout <= 0;
      scmd <= 0;
      executing_command <= 0;
    end
    else begin
      if ( ready ) begin
        executing_command <= command;
        if ( command == CMD_READ ) begin
          rout <= PS_CMD_READ;
          scmd <= 1;
          scounter <= 0;
          ready <= 0;    
        end else if ( command == CMD_WRITE ) begin
          rout <= PS_CMD_WRITE;
          scmd <= 1;
          scounter <= 0;
          ready <= 0;           
        end
      end
      if ( scmd != 0) begin
        scounter <= scounter + 5'd1;
        if ( scounter < 8 ) begin
          mem_ce_n <= 0;
          {sio[0], rout[7:1]} <= rout;
          sio[3:1] <= 3'bzzz;
        end
        else if ( scounter < 13 ) begin  
          sio <= 4'd0;
        end
        else if ( scounter < 14 ) begin  
          if ( executing_command == CMD_READ )
            sio <= 4'd15;
          else
            sio <= 4'd0;
        end
      else begin  
          if ( executing_command == CMD_READ ) begin
            if (scounter < 20 ) begin  
              sio <= 4'bzzzz;
            end
            else if (scounter < 24 ) begin  
            end
            else begin   
              scmd <= 0;
              mem_ce_n <= 1;
              ready <= 1;
              sio[3:0] <= 0;          
              executing_command <= 0;   
            end
          end
          else if ( executing_command == CMD_WRITE ) begin
            if (scounter < 30 ) begin  
              sio = scounter[3:0];
            end
            else begin   
              scmd <= 0;
              mem_ce_n <= 1;
              ready <= 1;
              sio[3:0] <= 0;          
              executing_command <= 0;
            end
          end
        end
      end 
    end
  end
endmodule
module reset_repeater( 
  input clk,
  output reg reset_n
);
  reg [7:0] reset_c;     
  always @(posedge clk) begin
      reset_c <= reset_c + 8'd1;
    if ( !reset_n ) begin
      if ( reset_c == 8'hf ) begin
        reset_c <= 0;
        reset_n <= 1;
      end
    end
    else begin
      if ( reset_c == 8'hff ) begin
        reset_c <= 0;
        reset_n <= 0;
      end
    end 
  end
endmodule
==> results.cfg <==
; flow metrics
[outcome]
run_status = stopped before the end
lastStage = clock tree synthesis (4_1_cts)
error = [error] [KeplerFormal.cpp:679] Workflow failed: Iso has multiple drivers: .mem_sio0, mem_sio[0]$_SDFFE_NN0P_.Q0

[floorplan]
die_y_um = 109
die-width_um = 109
rows = 32
init_core_util_pct = 14.38
floorplan.io_pins = 10

[cts]
post_cts_resize_count = 19
cts.repair_timing.setup_buffer_count = 0
cts-htree-levels = 1
number_of_buffers_between_clock_root_and_the_deepest_sink = 2
cts-root-buf = sky130_fd_sc_hd__clkbuf_8
cts-buffers-inserted = 3
post_cts_hold_buffer_count = 0
sink_count_of_the_clock_tree = 22

[logic_synthesis]
synth-area-yosys_mm2 = 0.001111
postSynthSeqShare_pct = 44.14
numSynthFlops = 22
synth_top_cell_by_area = sky130_fd_sc_hd__dfxtp_1
yosysTopAreaCellShare_pct = 30.63
ys.warnings.count = 3
yosysUniqueCellTypes = 39
ys_cells = 121
syn_inst = 121
syn-mean-instance-area_um2 = 9.182
post_synth_instance_area_mm2 = 0.001111
netlist_top_cells_area = sky130_fd_sc_hd__dfxtp_1 31%, sky130_fd_sc_hd__edfxtp_1 14%, sky130_fd_sc_hd__nand2_1 4.7%

[placed_design]
dp_cells = 228
dpl_cell_area_mm2 = 0.001356
dpl.hpwl_mm = 1.823
buffer_ports.inserted = 5
gpl.final_weighted_congestion = 0.8508
-- kinds of logic after synthesis --
group	count (synthesis)	share of synthesized area, %
xor+xnor	5	3.941
fa+ha+maj	3	3.379
compound gates	31	19.93
simple gates	43	19.82
buf+inv	14	6.082
mux	3	2.703
flops	22	44.14
-- Yosys cell counts --
cell,instances
sky130_fd_sc_hd__nand2_1,14
sky130_fd_sc_hd__nand2b_1,1
sky130_fd_sc_hd__a21o_1,1
sky130_fd_sc_hd__inv_1,7
sky130_fd_sc_hd__buf_4,1
sky130_fd_sc_hd__nor2b_1,3
sky130_fd_sc_hd__o21ai_0,7
sky130_fd_sc_hd__mux2i_1,3
sky130_fd_sc_hd__a32oi_1,2
sky130_fd_sc_hd__and2_1,2
sky130_fd_sc_hd__xnor2_1,4
sky130_fd_sc_hd__and4bb_2,1
sky130_fd_sc_hd__nand4b_1,2
sky130_fd_sc_hd__and3_1,1
sky130_fd_sc_hd__o211ai_1,2
sky130_fd_sc_hd__or4_1,1
sky130_fd_sc_hd__nor2_1,8
sky130_fd_sc_hd__nand4_1,2
sky130_fd_sc_hd__nor3b_1,1
sky130_fd_sc_hd__or3_1,1
sky130_fd_sc_hd__buf_2,3
sky130_fd_sc_hd__a2bb2oi_1,1
sky130_fd_sc_hd__buf_6,1
sky130_fd_sc_hd__o211a_1,1
sky130_fd_sc_hd__dfxtp_1,17
sky130_fd_sc_hd__a21oi_1,6
sky130_fd_sc_hd__xor2_1,1
sky130_fd_sc_hd__o31a_1,1
sky130_fd_sc_hd__a31oi_1,2
sky130_fd_sc_hd__o2111a_1,1
sky130_fd_sc_hd__o221a_2,2
sky130_fd_sc_hd__edfxtp_1,5
sky130_fd_sc_hd__o31ai_1,1
sky130_fd_sc_hd__ha_1,3
sky130_fd_sc_hd__nand3_1,6
sky130_fd_sc_hd__clkbuf_1,2
sky130_fd_sc_hd__a21boi_0,2
sky130_fd_sc_hd__a2111o_1,1
sky130_fd_sc_hd__o41ai_1,1
-- per-stage QoR --
step / hold WS (ns) / setup TNS, ns / total power, mW / setup WS, ns / utilization (%)
floorplan: 0.4316 / -0.09044 / 0.5524 / -0.01809 / -
global placement: 0.4425 / -11.40 / 0.5949 / -0.6530 / 17.55
detailed placement: 0.4450 / -11.41 / 0.5956 / -0.6811 / 17.55
Power figures rest on the tool's default switching activity, not on a simulated workload.
