`design/flow/run.sh`:
```
#!/bin/bash
# OpenROAD 26Q1-2900-gdf79404cd8, Yosys 0.63+post, stock flow scripts
make -C /OpenROAD-flow-scripts/flow DESIGN_CONFIG=/design/flow/config.mk WORK_HOME=/design/flow/orfs finish
```
`design/flow/constraint.sdc`:
```
current_design video_sync

set clk_period 2.1
set clk_io_pct 0.2

create_clock -name clk0 -period $clk_period [get_ports {sys_clk}]

set non_clock_inputs [all_inputs -no_clocks]
set_input_delay [expr $clk_period * $clk_io_pct] -clock clk0 $non_clock_inputs
set_output_delay [expr $clk_period * $clk_io_pct] -clock clk0 [all_outputs]
```
`design/flow/design.v`:
```
module video_sync (
    input sys_clk,  
    output reg row_enable,
    output reg vblank,
    output reg [2:0] sync_signal
);
  reg [6:0] horiz_c = 0;  
  reg [8:0] vert_c = 0;   
  reg oscilloscope = 0;  
  initial vblank = 1;
  reg [4:0] syn_c = 0;
  reg clk_en = 0;
  always @(posedge sys_clk) begin
    syn_c <= syn_c + 1'd1;
    if ( syn_c == 4'd11 )
    begin 
      clk_en <= 1;
      syn_c <= 4'd0;
    end
    else
      clk_en <= 0;
  end
  localparam vert_offset = 31;
  localparam vert_resolution = 256;
  always @(posedge sys_clk) begin
    if ( clk_en ) begin
      horiz_c <= horiz_c+7'd1;
      if ( horiz_c == 7'h7f )
         vert_c <= vert_c + 9'd1;
      if ( vert_c == 9'd311 ) 
         vert_c <= 9'd0;
      oscilloscope <= !oscilloscope;
      if ( vert_c < 9'd2 )
        sync_signal <= horiz_c[5:0] < (64-9) ? video_level.sync : video_level.black;
      else if ( vert_c == 9'd2)
        begin
          if ( !horiz_c[6] )
            sync_signal <= horiz_c[5:0] < (64-9) ? video_level.sync : video_level.black;
          else
            sync_signal <= horiz_c[5:0] < 6'd5 ? video_level.sync : video_level.black;
        end
      else if ( vert_c < 9'd5 )
        begin
          sync_signal <= horiz_c[5:0] < 6'd5 ? video_level.sync : video_level.black;
        end
      else if ( vert_c < 9'd309 )
      begin
        vblank <= 0;
        if ( horiz_c < 7'd9 )
          sync_signal <= video_level.sync;
        else if ( horiz_c < 7'd21 )
          sync_signal <= video_level.black;
        else if ( horiz_c < 7'd125 )
          if ( (vert_c > 9'd5 + vert_offset) && (vert_c <= 9'd5 + vert_offset + vert_resolution) )
            row_enable <= 1;
          else
            row_enable <= 0;
        else
        begin 
          row_enable <= 0;
          sync_signal <= video_level.black;
        end
      end
      else 
      begin
        vblank <= 1;
        sync_signal <= horiz_c[5:0] < 6'd5 ? video_level.sync : video_level.black;
      end  
    end
  end
endmodule
module video_level ();
  localparam [2:0] sync = 3'b000;
  localparam [2:0] black = 3'b001;
  localparam [2:0] gray0 = 3'b010;
  localparam [2:0] gray1 = 3'b100;
  localparam [2:0] gray2 = 3'b011;
  localparam [2:0] gray3 = 3'b101;
  localparam [2:0] gray4 = 3'b110;
  localparam [2:0] gray5 = 3'b111;
endmodule
```
`design/flow/config.mk`:
```
export PLATFORM = sky130hd
export DESIGN_NAME = video_sync
export DESIGN_NICKNAME = video_sync
export VERILOG_FILES = /design/flow/design.v
export SDC_FILE = /design/flow/constraint.sdc
export NUM_CORES = 4
export LEC_CHECK = 1
export CORE_AREA = 10 10 100 100
export DIE_AREA = 0 0 110 110
```
==> results.txt <==
Notes from the flow run.

Synth:
- For this design, Yosys synthesis ends with a cell count of 106.
- Sorting the Yosys area breakdown by cell type puts at the top sky130_fd_sc_hd__edfxtp_1.
- The run puts the synthesized area divided by synthesized cell count at 11.3 µm².
- The area recorded from the Yosys report for this design is 0.00119 mm².
- The warning tally printed by Yosys for this design is 5.
- The run gives the compound-gate portion of the synthesized area as 0.0785.
- The run puts the post-synthesis sequential area ratio at 0.553.
- The run puts the mux contribution to synthesized area at 0.00838.
- The run gives the fraction of synthesized cell area in xor and xnor cells as 0.0953.
- Before any placement, the netlist area is recorded as 0.00119 mm².
- Per the synthesis report, the number of distinct cell types is 31.
- The run gives the post-synthesis share of cell area spent on full adders, half adders and majority gates as 0.0419.
- Sorting the synthesized cells by area gives the leading types as sky130_fd_sc_hd__edfxtp_1, sky130_fd_sc_hd__dfxtp_1, sky130_fd_sc_hd__xor2_1.
- Per the post-synthesis report, the number of cells in the design is between 100 and 150.
- The share of synthesized area in the top cell type comes to 0.452.
- The run gives the dominant combinational cell family by area after synthesis as simple AND/OR/NAND/NOR gates.
- The run gives the number of storage elements in the synthesis netlist as 24.
- The cell-mix breakdown from Yosys lists the simple-gate area share as 0.176.

Setup path:
- The run gives the longest individual stage delay on the worst path as 0.46 ns.
- The run gives the startpoint of the worst register-to-register path as vert_c[0].
- The run gives the count of buffering cells on the critical path with inverters included as 0.
- The run gives the kind of end point of the critical path as a flip-flop.
- The critical path is of the reg2reg type.
- In this run the critical path is formed by ha_1, and4_4, and3_1, o21a_1.
- The run puts the number of cell instances on the worst register-to-register path at 4.
- The run gives the cell type of the slowest stage on the worst timing path as sky130_fd_sc_hd__edfxtp_1.
- STA classifies the critical path startpoint as a flip-flop.
- The report shows a maximum critical-path fanout of 9.
- The data arrival time reported for the critical path is ~1.8 ns.
- The run gives the top cell family by delay on the critical path as flip-flops.
- Tracing the worst setup path back leads to its startpoint at vert_c[0].
- The run gives the data required time at the worst endpoint as between 2 and 2.5 ns.
- All stages included, the depth of the critical timing path comes to 4.

Floorplanning:
- The run puts the die boundary width at around 110 µm.
- The run gives the I/O pin count as 6.
- The run gives the floorplan row count as 32.
- In the floorplan report the effective utilization is 0.153.
- The run gives the chip area as 0.0121 mm².
- According to the floorplan report, the die height is 110 µm.
- In this run the standard cell core region covers 0.00781 mm².

Power and ir drop:
- The run gives the total design power as 899 µW.
- Of the total power, the clock network draws 0.442.
- The run gives the power density relative to cell area as 641 mW/mm².
- The run gives the worst-case vdd ir drop as approximately 250 µV.
- The run puts the switching component of the power at 143 µW.
- The power report attributes to the combinational group a share of 0.
- The run puts the static leakage at 0.000516 µW.
- The script computed the net switching share of total power as 0.159.
- The run gives the internal power component as between 700 and 800 µW.
- The run puts the proportion of power drawn by flip-flops and latches at 0.558.

Clock tree:
- After clock tree synthesis, the flow added hold-fix buffers numbering 0.
- The run gives the clock sink count as 24.
- The root buffer cell chosen for the clock tree is sky130_fd_sc_hd__clkbuf_8.
- The run puts the later-pin clock latency in the skew report at 0.26 ns.
- The run gives the number of instances resized during post-cts repair as 0.
- The run gives the TritonCTS buffer count as 3.
- The run gives the clock slew at the register clock pins of the worst setup and hold paths as 0.09 ns.
- TritonCTS built the clock tree.
- The run gives the number of buffers between clock root and the deepest sink as 2.
- The run gives the total number of H-tree levels as 1.
- Per the repair_timing log after CTS, setup buffers inserted total 0.

Routing:
- The run puts the number of nets still failing antenna checks after routing at 0.
- Per the detail_route report, the via count comes to 745.
- The run puts the final routed wirelength across all metal layers at 1.78 mm.
- In this run, the number of DRC markers left after iteration 0 of detailed routing was 16.
- The run puts the DRC violation count after routing at 0.
- The run puts the final routed wire length divided by cell count at 8.30 µm.
- The run puts the count of TritonRoute iterations in the first routing pass at 4.
- In the routed layout, each cell is associated on average with a via count of 3.48.
- The run puts the final antenna diode count at 0.

Timing:
- For the final routed database, the setup TNS stands at 0 ns.
- The run gives the maximum clock frequency as approximately 550 MHz.
- The run gives the final tally of max-slew violations as 0.
- On the final layout, the worst hold slack is 0.450 ns.
- The run gives the worst-case clock skew as 0.00695 ns.
- The final timing summary puts the cycle share of the worst path at 0.873.
- The run puts the final worst slack at 0.267 ns.
- The run puts the clock period minus worst slack at 1.83 ns.
- Counting endpoints that fail hold in the final report gives 0.
- Setup repair after global routing left no endpoint under its margin.
- For this run, the final setup violation count is recorded as 0.

GRT:
- The run gives the first-pass GRT wire length as approximately 3.0 mm.
- The run puts the via count of the first global-routing pass at 678.
- The run gives the maximum number of pins on one net before global-route repair as 15.
- The run puts the number of antenna violations at the first check in global routing at 0.
- The run gives the global routing usage summed across all routing layers as 0.0304.
- Global routing finished with a remaining overflow of 0.

Placed design:
- The final weighted congestion recorded by global placement is between 0.8 and 0.9.
- As logged by OpenROAD, the buffers inserted on ports number 2.
- The run puts the detailed placer's ending HPWL at 1.29 mm.
- The run gives the pre-CTS setup slack as between 0.2 and 0.3 ns.

Run:
- The run puts the number of violations of the max-capacitance limit at 0.
- The run puts the tool warning count at 27.

Status:
- The flow ran to the end, and the final reports show no timing, DRC or antenna violations.

Hold path:
- The run gives the worst hold path stage count as 1.
- The min-delay analysis places its worst path in the category reg2reg.
- Looking at hold timing, the worst path starts from syn_c[0].

Cells and area:
- The run gives the fill cell instance count of the final layout as 860.
- Summing all multi-input logic gate instances after layout gives 489 µm².
- The run gives the fraction of final layout cells sized beyond drive strength 1 as 0.107.
- From synthesis to final layout, the design area changed by 17.4%.
- Summing all flip-flop and latch instances after layout gives 661 µm².
## synth_stat cells
| cell | instances |
|---|---|
| sky130_fd_sc_hd__a21oi_1 | 2 |
| sky130_fd_sc_hd__a221oi_2 | 1 |
| sky130_fd_sc_hd__a31o_2 | 1 |
| sky130_fd_sc_hd__a32oi_1 | 1 |
| sky130_fd_sc_hd__and2_1 | 1 |
| sky130_fd_sc_hd__and3_1 | 1 |
| sky130_fd_sc_hd__and4_4 | 1 |
| sky130_fd_sc_hd__and4b_1 | 1 |
| sky130_fd_sc_hd__buf_4 | 3 |
| sky130_fd_sc_hd__buf_6 | 1 |
| sky130_fd_sc_hd__conb_1 | 1 |
| sky130_fd_sc_hd__dfxtp_1 | 6 |
| sky130_fd_sc_hd__edfxtp_1 | 18 |
| sky130_fd_sc_hd__ha_1 | 4 |
| sky130_fd_sc_hd__inv_1 | 5 |
| sky130_fd_sc_hd__mux2i_1 | 1 |
| sky130_fd_sc_hd__nand2_1 | 6 |
| sky130_fd_sc_hd__nand3_1 | 9 |
| sky130_fd_sc_hd__nand4_1 | 3 |
| sky130_fd_sc_hd__nor2_1 | 14 |
| sky130_fd_sc_hd__nor2b_1 | 1 |
| sky130_fd_sc_hd__nor3_1 | 3 |
| sky130_fd_sc_hd__nor3_2 | 1 |
| sky130_fd_sc_hd__o21a_1 | 1 |
| sky130_fd_sc_hd__o21ai_0 | 3 |
| sky130_fd_sc_hd__o21ai_2 | 1 |
| sky130_fd_sc_hd__o221a_2 | 1 |
| sky130_fd_sc_hd__o221ai_1 | 1 |
| sky130_fd_sc_hd__or3_1 | 1 |
| sky130_fd_sc_hd__xnor2_1 | 5 |
| sky130_fd_sc_hd__xor2_1 | 8 |
## flip-flops by register name, summed over array words and instances (netlist names)
signal	count
clk_en	1
row_enable	1
vert_c	9
horiz_c	7
vblank	1
syn_c	5
## cell type report
class / instances / share of cell area
clock buffers: 3 / 0.0294
clock inverters: 1 / 0.0214
inverters: 5 / 0.0134
multi-input cells: 75 / 0.349
flip-flops and latches: 24 / 0.471
well taps: 102 / 0.0910
repair buffers: 4 / 0.0250
## path summary, 6_finish.rpt
kind	end	slack, ns
setup / recovery	vert_c[3]	0.27
hold / removal	syn_c[0]	0.45
hold reg to reg	syn_c[0]	0.45
setup reg to reg	vert_c[3]	0.27
## cell usage in the layout (no fill, tap or decap), drive strengths merged, types with 4 or more instances in the layout
cell type,n
nand3,9
xor2,8
inv,5
edfxtp,18
o21ai,4
xnor2,5
ha,4
dfxtp,6
nor3,4
nor2,14
nand2,6
## stage by stage
stage	instances	cell area, µm²	util
5_1_grt	214	1400	0.180
3_5_place_dp	210	1330	0.171
6_report	214	1400	0.180
4_1_cts	214	1400	0.180
2_1_floorplan	108	1200	-
3_3_place_gp	210	1330	0.171
## per-layer routing
layer	global-route usage	routed length, µm	share of wire	up-vias
met1	0.0445	970	0.55	340
met4	0.00186	11	0.0062	0
met5	0	0	0	-
met2	0.0423	672	0.38	15
li1	-	-	-	388
met3	0.0135	121	0.068	2
## cell families after synthesis
kind of cell,Yosys count
AND/OR/NAND/NOR,42
flip-flops,24
XOR/XNOR,13
AND-OR/OR-AND,12
buffers and inverters,9
adder cells (fa/ha/maj),4
other,1
multiplexers,1
## worst register-to-register path, cell delays in order (launching register included)
cell                       delay (ns)
sky130_fd_sc_hd__edfxtp_1        0.46
sky130_fd_sc_hd__ha_1            0.24
sky130_fd_sc_hd__and4_4          0.26
sky130_fd_sc_hd__and3_1          0.18
sky130_fd_sc_hd__o21a_1          0.36
## power by group through the flow
stage                 clock network, µW  logic [µW]  registers, µW
after CTS                           412       0.451            502
after global routing                430       0.731            502
final                               397       0.267            502
No activity file was given, so power comes from the tool's default toggle rates.
