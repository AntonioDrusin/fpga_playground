`flow/config.mk`:
```
export PLATFORM = sky130hd
export DESIGN_NAME = pixel_signal
export DESIGN_NICKNAME = pixel_signal
export VERILOG_FILES = /design/flow/design.v
export SDC_FILE = /design/flow/constraint.sdc
export NUM_CORES = 4
export LEC_CHECK = 1
export CORE_UTILIZATION = 40
```
`flow/design.v`:
```
module pixel_signal (
  input sys_clk,
  input row_enable,              
  input vblank,
  output reg cache_readen,
  input cache_out,
  output reg [8:0] cache_addrout,
  output reg [15:0] mem_addrin,
  input mem_ready,
  output reg mem_readstrobe,
  output reg [2:0] pixel_signal,
  output reg preload_done    
);
  reg fetchdone = 0;
  reg [4:0] delaycounter = 0;
  reg [1:0] pix_c = 0;
  reg clk_en = 0;
  initial preload_done = 0;
  always @(posedge sys_clk) begin
    pix_c <= pix_c + 1'd1;
    if ( pix_c == 2'd3 )
    begin 
      clk_en <= 1;
      pix_c <= 2'd0;
    end
    else
      clk_en <= 0;
  end
  reg [7:0] row_counter = 0;
  always @(posedge sys_clk) 
  begin
    if ( clk_en ) begin
      if (row_enable)
      begin
        if ( !fetchdone ) begin 
          if ( mem_ready ) begin
            row_counter <= row_counter + 1'd1;
            mem_addrin <= { 3'b000, row_counter, 5'b00000 };
            mem_readstrobe <= 1;
            fetchdone <= 1;
            preload_done <= 0;
          end
        end
        else begin
          mem_readstrobe <= 0;
          if ( mem_ready ) preload_done <= 1;
        end
        if ( delaycounter == 26 ) begin  
          cache_readen <= 1;
          if ( cache_addrout < 256 ) begin
            if ( cache_readen ) begin
              cache_addrout <= cache_addrout + 1'd1;
              pixel_signal <= cache_out  ? video_level.gray3 : video_level.black;  
            end
          end
          else pixel_signal <= video_level.gray1;
        end
        else
          delaycounter <= delaycounter + 1'd1;
      end
      else if ( vblank ) begin
        row_counter <= 0;
      end
      else
      begin
        cache_readen <= 0;
        fetchdone <= 0;
        delaycounter <= 0;
        cache_addrout <= 9'd0;
      end
    end
  end
endmodule
```
`flow/run.sh`:
```
#!/bin/bash
# OpenROAD 26Q1-2900-gdf79404cd8, Yosys 0.63+post, stock flow scripts
make -C /OpenROAD-flow-scripts/flow DESIGN_CONFIG=/design/flow/config.mk WORK_HOME=/design/flow/orfs finish
```
`flow/constraint.sdc`:
```
current_design pixel_signal

set clk_period 3.0
set clk_io_pct 0.2

create_clock -name clk0 -period $clk_period [get_ports {sys_clk}]

set non_clock_inputs [all_inputs -no_clocks]
set_input_delay [expr $clk_period * $clk_io_pct] -clock clk0 $non_clock_inputs
set_output_delay [expr $clk_period * $clk_io_pct] -clock clk0 [all_outputs]
```
==> CHANGELOG.md <==
## Flow update

* Critical path endpoint category: flip-flop
* Clock power frac at 36.6%
* # fillers at 361
* Clk root buf: clkbuf_8
* Final tally of max-slew violations at 0
* Aggregate global-route resource usage at 13.6%
* Final Routed Wirelength at 2.63 mm
* Count leader, synth: edfxtp_1
* FF/Latch Area at 1080 um2
* Critical path data required time at 2930 ps
* R2r endpoint: delaycounter[0]
* Yosys warnings at 7
* IO Count at 36
* Num rows at 23
* Pleak at 0.779 nW
* # DRC at 0
* CP Launch Type: primary input
* Gate Area at 594 um2
* Setup-failing EPs final at 0
* # Cells Yosys at 139
* Flops after synth at 37
* Hold depth at 1
* Distinct cells, synth at 28
* Die Footprint at 4650 um2
* YS chip area at 1750 um2
* Worst r2r src: delaycounter[0]
* VDD IR-drop max at 0.335 mV
* Worst hold path startpoint: pix_c[0]
* Detailed-route via count at 1041
* Vias in the first global route at 1002
* Status: complete, no violations
* DR vias/cell at 4.78
* Fp util at 42.6%
* Seq share, synth at 61.7%
* Setup bufs post-CTS at 0
* Cts hold-fix bufs at 0
* Setup_tns at 0 ps
* Worst Clk Skew at 3.82 ps
* Synthesis-to-layout area growth at 19.2%
* Sequential share of power at 61.2%
* Buffers added on ports at 23
* First-pass GRT wire length at 4.51 mm
* Crit path time final at 2010 ps
* Area leader share at 58.3%
* Worst Hold Class: flip-flop to flip-flop
* Asr flop ratio synth at 0%
* H-tree depth at 2
* Drt pass-1 iters at 4
* Worst Hold End: pix_c[0]
* Clock tree from TritonCTS: built
* PwrDens at 436 nW/um2
* DPL Wire Length at 1.85 mm
* Switching pwr at 0.000183 W
* Post-route ant nets at 0
* Layout cells sized above 1 at 6.55%
* Pint at 0.000727 W
* Cells after synthesis at 139
* Pwr Total at 0.000910 W
* Worst Setup Path Type: primary input to flip-flop
* TritonCTS buffer count at 5
* Clk latency late pin at 290 ps
* Routability cong. at 0.810
* Crit path DAT at 1940 ps
* Max Cap Viol at 0
* Grt ovf at 0
* Main area contributors: edfxtp_1 58%, and2_1 5.0%, buf_4 4.7%
* Clock buffer depth at 2
* WL per Instance at 12.1 um
* Comb pwr share at 2.2%
* Syn avg cell area at 12.6 um2
* Die Y at 68.2 um
* Post-synth top area cell: edfxtp_1
* Clk sinks at 37
* Core area at 4120 um2
* Clock Pin Slew Worst Setup and Hold Paths at 70 ps
* RSZ-0062 raised after global routing: false
* Number of diodes at 0
* Initial antenna violation count at 0
* DRT iter0 DRCs at 104
* Worst reg2reg path depth at 4
* Tool warnings at 27
* Crit share post-route at 67.0%
* Cell area after synthesis at 1750 um2
* Max FO, Critical Path at 10
* Pin count of the biggest net entering global routing at 25
* Hold Fails Final Rpt at 0
* Max Freq at 497 MHz
* Most common library cells after synthesis: 34 x edfxtp_1, 14 x and2_1, 11 x buf_4, 10 x nand3_1
* Dominant Register Cell: edfxtp_1
* PostCTS Resize Cnt at 0
* Setup slack, reg-to-reg at 1340 ps
* Sw frac at 20.1%
* Chip width at 68.2 um
* Post-synth EDFFs at 34
-- how the worst max path moves through the flow --
stage / depth (start not counted) / from / endpoint / slack [ps]
after global routing: 4 / row_enable / delaycounter[0] / 890
after CTS: 4 / row_enable / delaycounter[0] / 1000
final: 4 / row_enable / delaycounter[0] / 990
-- cells in the final DEF (no fill, tap or decap), drive strengths merged --
| cell | instances |
|---|---|
| a21boi | 4 |
| a21oi | 2 |
| and2 | 14 |
| and3 | 2 |
| and4b | 1 |
| buf | 2 |
| clkbuf | 5 |
| clkdlybuf4s50 | 23 |
| clkinv | 2 |
| clkinvlp | 1 |
| conb | 11 |
| dfxtp | 3 |
| edfxtp | 34 |
| ha | 5 |
| inv | 5 |
| mux2i | 3 |
| nand2 | 6 |
| nand2b | 4 |
| nand3 | 10 |
| nand3b | 1 |
| nand4 | 2 |
| nor2 | 2 |
| nor2b | 6 |
| nor3 | 1 |
| o21a | 1 |
| o21ai | 5 |
| or3 | 4 |
| xnor2 | 6 |
| xor2 | 3 |
-- final cells by class --
cell class / count / share of cell area, %
Sequential cell: 37 / 51.8
Inverter: 5 / 0.899
Clock buffer: 5 / 3.30
Timing Repair Buffer: 25 / 11.7
Tap cell: 50 / 3.00
Multi-Input combinational cell: 93 / 28.5
Clock inverter: 3 / 0.839
-- cell families (layout without fill, tap and decap cells) --
logic type                 after synthesis  after routing  synth area share, %
xor gates and xnor gates                 9              9                 4.50
and+or+nand+nor                         53             53                 17.6
AOI/OAI and AO/OA                       12             12                 4.14
adders and majority gates                5              5                 3.57
other                                    1             11                0.214
muxes                                    3              3                 1.71
buffers and inverters                   19             38                 6.50
DFF                                     37             37                 61.7
-- critical path, cell delays in order --
cell,delay [ps]
clkdlybuf4s50_1,650
nand2b_1,170
nand2_1,110
a21oi_1,410
-- power by group through the flow --
stage	logic, W	clock network, W	registers [W]
CTS	0.0000206	0.000344	0.000557
global route	0.0000234	0.000364	0.000556
finish	0.0000201	0.000334	0.000557
-- metal layers --
layer	GRT usage (%)	share of wire, %	up-vias
met5	0	0	-
met3	4.39	4.5	6
li1	-	-	523
met2	19.4	45	23
met1	22.1	49	489
met4	2.08	1.9	0
-- flip-flops by register name, indices dropped and copies added (netlist names) --
signal          cells
cache_addrout       9
mem_readstrobe      1
mem_addrin          8
pix_c               2
clk_en              1
preload_done        1
delaycounter        5
row_counter         8
cache_readen        1
fetchdone           1
-- metrics by stage --
step / area [um2] / util, % / hold slack, ps / cells / setup WS (ps)
3_3_place_gp: 2000 / 48.6 / 406 / 210 / 711
5_1_grt: 2090 / 50.7 / 450 / 218 / 889
6_report: 2090 / 50.7 / 427 / 218 / 989
4_1_cts: 2090 / 50.7 / 432 / 218 / 999
3_5_place_dp: 2000 / 48.6 / 417 / 210 / 685
2_1_floorplan: 1790 / - / 399 / 149 / 1200
Power and IR drop assume default switching activity.
